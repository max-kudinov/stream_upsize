File: flow/config.mk
export PLATFORM = sky130hd
export DESIGN_NAME = stream_upsize
export DESIGN_NICKNAME = stream_upsize
export VERILOG_FILES = /design/flow/design.v
export SDC_FILE = /design/flow/constraint.sdc
export NUM_CORES = 4
export LEC_CHECK = 1
export CORE_UTILIZATION = 30
export SYNTH_HDL_FRONTEND = slang
File: flow/constraint.sdc
current_design stream_upsize

set clk_period 3.1
set clk_io_pct 0.2

create_clock -name clk0 -period $clk_period [get_ports {clk}]

set non_clock_inputs [all_inputs -no_clocks]
set_input_delay [expr $clk_period * $clk_io_pct] -clock clk0 $non_clock_inputs
set_output_delay [expr $clk_period * $clk_io_pct] -clock clk0 [all_outputs]
File: flow/run.sh
#!/bin/bash
# OpenROAD 26Q1-2900-gdf79404cd8, Yosys 0.63+post, stock flow scripts
make -C /OpenROAD-flow-scripts/flow DESIGN_CONFIG=/design/flow/config.mk WORK_HOME=/design/flow/orfs finish
File: flow/design.v
module fifo #(
    parameter WIDTH = 8,
    parameter DEPTH = 8
) (
    input  logic             clk_i,
    input  logic             rst_i,
    input  logic             pop_i,
    input  logic             push_i,
    input  logic [WIDTH-1:0] data_i,
    output logic             empty_o,
    output logic             full_o,
    output logic [WIDTH-1:0] data_o
);
    parameter PTR_W = $clog2(DEPTH);
    logic [WIDTH-1:0] data [DEPTH];
    logic [PTR_W:0] wr_ptr;
    logic [PTR_W:0] rd_ptr;
    assign empty_o = wr_ptr == rd_ptr;
    assign full_o  = (wr_ptr[PTR_W] != rd_ptr[PTR_W]) &&
                     (wr_ptr[PTR_W-1:0] == rd_ptr[PTR_W-1:0]);
    always_ff @(posedge clk_i)
        if (rst_i)
            rd_ptr <= '0;
        else if (pop_i)
            rd_ptr <= rd_ptr + 1'b1;
    always_ff @(posedge clk_i)
        if (rst_i)
            wr_ptr <= '0;
        else if (push_i)
            wr_ptr <= wr_ptr + 1'b1;
    always_ff @(posedge clk_i)
        if (push_i)
            data[wr_ptr[PTR_W-1:0]] <= data_i;
    assign data_o = data[rd_ptr[PTR_W-1:0]];
endmodule
module fifo_axi_wrapper #(
    parameter WIDTH = 8,
    parameter DEPTH = 8
) (
    input  logic             clk_i,
    input  logic             rst_i,
    input  logic             up_valid,
    input  logic [WIDTH-1:0] up_data,
    input  logic             down_ready,
    output logic             up_ready,
    output logic             down_valid,
    output logic [WIDTH-1:0] down_data
);
    logic push;
    logic pop;
    logic empty;
    logic full;
    assign push = up_ready && up_valid;
    assign pop  = down_ready && down_valid;
    assign up_ready   = ~ full;
    assign down_valid = ~ empty;
    fifo #(
        .WIDTH (WIDTH),
        .DEPTH (DEPTH)
    ) i_fifo (
        .clk_i   ( clk_i     ),
        .rst_i   ( rst_i     ),
        .pop_i   ( pop       ),
        .push_i  ( push      ),
        .data_i  ( up_data   ),
        .empty_o ( empty     ),
        .full_o  ( full      ),
        .data_o  ( down_data )
    );
endmodule
module stream_upsize #(
    parameter T_DATA_WIDTH = 4,
    parameter T_DATA_RATIO = 2
) (
    input  logic                    clk,
    input  logic                    rst_n,
    input  logic [T_DATA_WIDTH-1:0] s_data_i,
    input  logic                    s_last_i,
    input  logic                    s_valid_i,
    output logic                    s_ready_o,
    output logic [T_DATA_WIDTH-1:0] m_data_o [T_DATA_RATIO-1:0],
    output logic [T_DATA_RATIO-1:0] m_keep_o,
    output logic                    m_last_o,
    output logic                    m_valid_o,
    input  logic                    m_ready_i
);
    parameter PTR_W      = $clog2(T_DATA_RATIO);
    parameter FIFO_W     = T_DATA_WIDTH * T_DATA_RATIO + T_DATA_RATIO + 1;
    parameter FIFO_DEPTH = 8;
    logic [T_DATA_RATIO-1:0][T_DATA_WIDTH-1:0] data;
    logic        [PTR_W-1:0]                   wr_ptr;
    logic [T_DATA_RATIO-1:0]                   keep;
    logic [FIFO_W-1:0] fifo_data_in;
    logic [FIFO_W-1:0] fifo_data_out;
    logic write;
    logic full;
    logic send;
    fifo_axi_wrapper #(
        .WIDTH (FIFO_W),
        .DEPTH (FIFO_DEPTH)
    ) i_fifo (
        .clk_i      ( clk           ),
        .rst_i      ( ~ rst_n       ),
        .up_valid   ( send          ),
        .up_data    ( fifo_data_in  ),
        .down_ready ( m_ready_i     ),
        .up_ready   ( s_ready_o     ),
        .down_valid ( m_valid_o     ),
        .down_data  ( fifo_data_out )
    );
    always_comb begin
    write = s_valid_i && s_ready_o;
    full  = wr_ptr == PTR_W'(T_DATA_RATIO - 1);
    send  = s_last_i || full;
    fifo_data_in = 'x;
        if (write) begin
            if (send) begin
                fifo_data_in[0]                       = s_last_i;
                fifo_data_in[T_DATA_RATIO:1]          = keep;
                fifo_data_in[FIFO_W-1:T_DATA_RATIO+1] = data;
            end
        end
        m_last_o = fifo_data_out[0];
        m_keep_o = fifo_data_out[T_DATA_RATIO:1];
        for (int i = 1; i < T_DATA_RATIO; i++) begin
            m_data_o[i] = fifo_data_out[T_DATA_RATIO+1+i*T_DATA_WIDTH-:T_DATA_WIDTH];
        end
    end
    always_ff @(posedge clk)
        if (~rst_n)
            wr_ptr <= '0;
        else if (send)
            wr_ptr <= '0;
        else if (write)
            wr_ptr <= wr_ptr + 1'b1;
    always_ff @(posedge clk)
        if (~rst_n)
            keep <= '0;
        else if (send)
            keep <= '0;
        else if (write)
            keep[wr_ptr] <= 1'b1;
    always_ff @(posedge clk)
        if (write)
            data[wr_ptr] <= s_data_i;
endmodule
==> Slide: Implementation Results <==
Synthesis and Place & Route Summary

Run status
  – Status: completed

Worst hold path
  – Hold Crit Start: i_fifo.i_fifo.rd_ptr[1]
  – Hold crit path type: reg -> reg

Route
  – Number of remaining DRC errors: 0
  – Initial DRC Count: between 60 and 70
  – DRT antenna net count: 0
  – Drt total wl: ~5.5 mm
  – DRT Pass-1 Iters: 4
  – DR vias/cell: 4.65
  – Via count: between 1,500 and 2,000
  – Antenna cells: 0
  – Per-cell routed wire length: between 15 and 20 µm

Die
  – Row cnt: 37
  – Die width: around 110 µm
  – Die height: between 100 and 150 µm
  – FP Util: 0.311
  – Core ar.: a little over 10,000 µm²
  – I/O pin cnt: 22
  – Chip Area: about 11,000 µm²

Run
  – Tool Warnings: 25
  – Max-cap violations: 0

STA
  – TNS Setup: 0 ns
  – Final min period: 2.82 ns
  – Hold_ws: between 0.5 and 0.6 ns
  – Fmax: roughly 0.36 GHz
  – # setup viols final: 0
  – Final worst-path cycle share: 0.908
  – Final Max Slew Viols: 0
  – Hold Vio Cnt, Final: 0
  – Clock Skew: slightly below 0.008 ns
  – Final worst slack: ~0.28 ns
  – RSZ-0062 raised after global routing: no

Yosys
  – Gate Count Post-Synth: 186
  – Syn Std Cell Area: about 3200 µm²
  – Yosys warnings: 4
  – Synth Register Bits: 74
  – Register share after synthesis: 0.649
  – Ys cells: 186
  – Cell Type Count: between 40 and 50
  – Syn Area/Cell: about 17 µm²
  – Yosys stat area: between 3000 and 4000 µm²

Clocking
  – Post-CTS Setup Bufs: 0
  – Post-CTS sizing: 0
  – CTS tree: built
  – H-tree depth: 3
  – Inserted Clock Buffers: 9
  – Clock Latency Late Sink: between 0.3 and 0.4 ns
  – Max Root-Sink Buffers: 2
  – Root Buffer: clkbuf_8
  – Hold_buf cts: 0
  – Clock slew at reported path FFs: roughly 0.070 ns
  – Clock sinks: between 70 and 80

Place
  – Dpl ws: approximately 0.53 ns
  – Post-DP HPWL: ~3.6 mm
  – Placed Instances: around 340
  – Routability cong.: slightly above 0.8
  – Input/output buffers: 17
  – DP Area: roughly 3500 µm²

Setup path
  – Origin of the critical flop-to-flop path: i_fifo.i_fifo.wr_ptr[0]
  – CP required: roughly 2.5 ns
  – CP Capture Type: output pin
  – Slowest cell on crit path: mux4_1
  – CP max FO: 14
  – Crit path cell chain: buf_4 -> mux4_1 -> mux2_2 -> clkdlybuf4s50_1
  – Worst path bufs/invs: 2
  – Critical path arrival: between 2 and 2.5 ns
  – Startpoint Class: flip-flop
  – Slowest stage delay, CP: between 0.6 and 0.7 ns
  – Delay-heaviest family, CP: multiplexers
  – CP Class: reg -> out

Layout
  – Top cell excl fill/tap: edfxtp_1
  – Post-Layout Cell Count: 353
  – Post-layout instance area: between 3000 and 4000 µm²
  – Commonest non-fill, non-tap cells in the layout: 60 x edfxtp_1, 17 x clkdlybuf4s50_1, 14 x dfxtp_1
  – Layout cell share with drive strength beyond 1: 0.171
  – Synth-to-Final Area Change: 15.5%
  – Fillers: 979

Power and ir drop
  – Peak VDD IR: about 0.27 mV
  – PD cells: 584 nW/µm²
  – Pleak: ~1.3 nW

Global route
  – Total Routing Usage GR: 0.111
  – Number of global-route vias before repair: approximately 1,700
  – Largest net degree at the start of global routing: 15
  – First-pass GRT wire length: approximately 8.8 mm
  – Global route total overflow: 0
  – Initial antenna violation count: 0
cell type report:
cell class	instances	area (µm²)	share of cell area
clock inverter	5	55.1	0.0149
clock buffer	11	131	0.0355
multi-input combinational	98	1010	0.272
sequential	74	2080	0.562
tap	136	170	0.0460
inverter	1	3.75	0.00101
timing repair buffer	28	253	0.0683
layer usage:
metal	share of wire	vias to the layer above	track usage
met5	0	-	0
met4	0.014	0	0.0121
met3	0.066	7	0.0442
met2	0.50	51	0.181
met1	0.42	793	0.152
li1	-	791	-
registers in the layout, summed over array words and instances (netlist names), named ones only:
register and flops:
i_fifo.i_fifo.data 56, data 4, i_fifo.i_fifo.rd_ptr 4, i_fifo.i_fifo.wr_ptr 4, keep 2, full 1
synthesized netlist by cell type:
master	n	area, µm²
a211o_1	1	8.76
a311oi_1	1	8.76
a41o_1	1	10.0
a41oi_1	2	17.5
and2_1	1	6.26
and3_1	3	18.8
buf_1	1	3.75
buf_12	1	20.0
buf_2	3	15.0
buf_4	4	30.0
buf_6	4	45.0
clkbuf_1	3	11.3
conb_1	1	3.75
dfxtp_1	14	280
edfxtp_1	60	1800
ha_1	2	25.0
inv_1	1	3.75
mux2_2	7	78.8
mux2i_1	10	100
mux4_1	12	315
mux4_2	2	45.0
nand2_1	12	45.0
nand2b_1	6	37.5
nand3_1	2	10.0
nand3b_1	1	7.51
nand4_1	3	18.8
nor2_1	1	3.75
nor2b_1	2	12.5
nor3_1	5	25.0
nor3b_1	1	7.51
nor4_1	4	25.0
nor4b_1	1	8.76
o2111ai_1	1	8.76
o211a_1	1	10.0
o21ai_0	1	5.00
o41a_1	1	11.3
o41a_4	1	21.3
or4_1	1	7.51
xnor2_1	1	8.76
xnor2_2	3	48.8
xor2_1	4	35.0
worst paths after layout:
| path | endpoint | slack (ns) | cells after the start |
|---|---|---|---|
| hold / removal | i_fifo.i_fifo.rd_ptr[1] | 0.59 | 2 |
| setup reg to reg | data[3] | 1.11 | 3 |
| setup / recovery | m_last_o | 0.28 | 4 |
| hold reg to reg | i_fifo.i_fifo.rd_ptr[1] | 0.59 | 2 |
where the power goes:
group          switching, mW  leakage [nW]  total [mW]  internal [mW]
clock                  0.333        0.0909       0.702          0.369
sequential            0.0329         0.668        1.14           1.11
combinational          0.127         0.514       0.315          0.188
stage by stage:
| stage | utilization | total power [mW] |
|---|---|---|
| CTS | 0.359 | 2.19 |
| global placement | 0.341 | 1.48 |
| global route | 0.359 | 2.27 |
| floorplan | - | 1.38 |
| detailed placement | 0.341 | 1.49 |
| finish | 0.359 | 2.16 |
kinds of logic after synthesis:
logic type / after synthesis / share of synthesized area
AOI/OAI and AO/OA: 10 / 0.0316
xor gates and xnor gates: 8 / 0.0289
adders and majority gates: 2 / 0.00780
buffers and inverters: 17 / 0.0402
DFF: 74 / 0.649
muxes: 31 / 0.168
other: 1 / 0.00117
and+or+nand+nor: 43 / 0.0730
worst register-to-register path, stage by stage (launching register included):
cell and delay, ns:
dfxtp_1 0.58, xor2_1 0.38, o41a_1 0.30, nor2b_1 0.39
No activity file was given, so power comes from the tool's default toggle rates.
